==> design.v <==
module Binary_to_BCD #(parameter INPUT_WIDTH = 7, parameter DECIMAL_DIGITS = 2)
	(
		input                         i_Clock,
		input [INPUT_WIDTH-1:0]       i_Binary,
		output [DECIMAL_DIGITS*4-1:0] o_BCD
	);
	reg [INPUT_WIDTH-1:0] r_Input = 0;
	reg [DECIMAL_DIGITS*4-1:0] r_BCD = 0;
	integer i_Counter = INPUT_WIDTH-1;
	wire [3:0] w_LSD;
	always @(posedge i_Clock)
	begin
		if (r_Input != i_Binary) begin
			if (i_Counter == INPUT_WIDTH-1)
				r_BCD <= 0;
			if (i_Counter >= 0) begin
				if (w_LSD > 1)
					r_BCD[3:0] <= w_LSD + 3;
				r_BCD <= r_BCD << 1;
				r_BCD[0] <= i_Binary[i_Counter];
				i_Counter <= i_Counter - 1;
			end 
			if (i_Counter < 0) begin
				r_Input <= i_Binary;
				i_Counter <= INPUT_WIDTH-1;
			end
		end
	end
	assign w_LSD = r_BCD[3:0];
	assign o_BCD = r_BCD;
endmodule  
==> run.sh <==
#!/bin/bash
# OpenROAD 26Q1-2900-gdf79404cd8, Yosys 0.63+post, stock flow scripts
make -C /OpenROAD-flow-scripts/flow DESIGN_CONFIG=/design/flow/config.mk WORK_HOME=/design/flow/orfs finish
==> config.mk <==
export PLATFORM = sky130hd
export DESIGN_NAME = Binary_to_BCD
export DESIGN_NICKNAME = Binary_to_BCD
export VERILOG_FILES = /design/flow/design.v
export SDC_FILE = /design/flow/constraint.sdc
export NUM_CORES = 4
export LEC_CHECK = 1
export CORE_UTILIZATION = 30
==> constraint.sdc <==
current_design Binary_to_BCD

set clk_period 7.8
set clk_io_pct 0.2

create_clock -name clk0 -period $clk_period [get_ports {i_Clock}]

set non_clock_inputs [all_inputs -no_clocks]
set_input_delay [expr $clk_period * $clk_io_pct] -clock clk0 $non_clock_inputs
set_output_delay [expr $clk_period * $clk_io_pct] -clock clk0 [all_outputs]
==> results.toml <==
# synthesis and place-and-route metrics
[floorplan]
die_w_um = 92.1
top_level_ports = 16
die_h_um = 92.1
rows = 32
initCoreUtil_pct = 31.3
chip_area_mm2 = 0.00848
core_area_mm2 = 0.00777

[clock_tree]
clockRootBuffer = "clkbuf_8"
clk_latency_ps = 290
postCtsSetupBuffers = 0
clockBufferDepth = 2
postCtsHoldBufs = 0
htree_levels = 2
clkTransAtPathRegs_ps = 90
cts_tree = "built"
cts_resized = 0
cts_sinks = 47
cts_made_buffers = 5

[yosys]
syn_area_mm2 = 0.00243
ys_seq_elements = 47
ff_type = "edfxtp_1"
synth.distinct_cells = 39
async_flop_share_pct = 0
edf_count = 47
avgSynthCellArea_um2 = 12.0
yosysCellCount = 203
yosysSeqAreaShare_pct = 58.0
ys_warn_count = 1
syn_inst = 203
yosys-stat-area_mm2 = 0.00243

[final_timing]
timing.final.crit_period_ps = 3470
tns_ps = 0
min_period_over_period_pct = 44.5
hold_violations = 0
worst_pin_slew_ps = 671
fmax_mhz = 288
setup_violations = 0
rsz0062_at_grt = "no"
worst_hold_slack_ps = 577
skew_ps = 6.75
maxSlewHeadroom_pct = 55.2
drv_slew = 0

[pwr]
p_leak_nw = 0.935
p_per_area_mw_per_mm2 = 307
pwr-share-seq_pct = 55.3
switchingPower_uw = 270
switching_share_pct = 31.7
power_frac_comb_pct = 27.7
ir_drop_mv = 0.0853
pwr-share-clk_pct = 17.0
internal_power_uw = 582

[worst_setup_path]
slowest_stage = "nor2b_1"
path_cells = "clkdlybuf4s50_1, xor2_1, nor4_1, nand4_1, buf_4, nor2b_1"
criticalPathCategory = "input port to flop"
worstPathRequired_ps = 7740
worstSetupStartpointType = "input port"
path_max_fanout = 34
crit_path_end_kind = "flop"
r2r_setup_slack_ps = 5350
worstPathArrival_ps = 3410
slowest_delay_ps = 590

[hold_path]
hold_class = "flop to flop"

[placed_design]
hpwl_um = 2520
place_congestion = 0.742
numPortBuffers = 15

[job]
cap_violations = 0
warnings = 25

[cells_and_area]
final_layout_size_suffix_gt1_share_pct = 9.59
nFillCells = 762
register_area_mm2 = 0.00141
area_delta_synth_final_pct = 14.1
logic_area_um2 = 968

[drt]
firstDrtPassIters = 4
antenna_left = 0
n_antenna_cell = 0
vias = 1566
viasPerCell = 4.88
wl_um = 4070
first_iter_violations = 74
drc = 0
wl_per_cell_um = 12.7

[grt]
antenna_found_initial = 0
grt_pass1_vias = 1423
grt_pass1_wl_um = 6820
grt-ovfl-total = 0
track_usage_pct = 10.2
grt_max_degree = 35

[run_status]
status = "finished, final reports clean"
-- power groups by stage --
| stage | clock [mW] | sequential (mW) | combinational, mW |
|---|---|---|---|
| after CTS | 0.152 | 0.472 | 0.239 |
| after global routing | 0.163 | 0.487 | 0.268 |
| final | 0.145 | 0.472 | 0.236 |
-- worst max-delay path, delay by kind of cell --
family                    cells  cell delay (ps)
and+or+nand+nor               3              750
xor gates and xnor gates      1              160
buffers and inverters         2              920
-- per-stage QoR --
stage                     worst slack (ps)  area (µm²)  total power, mW  std cells  util, %
after detailed placement              4000        2690            0.714        313     34.6
after CTS                             4310        2780            0.863        321     35.7
final                                 4330        2780            0.852        321     35.7
after floorplan                       3950        2430            0.626        203        -
after global routing                  4170        2780            0.917        321     35.7
after global placement                4020        2690            0.708        313     34.6
-- final cells by class --
class | instances | area share (%)
Clock buffer | 5 | 2.48
Clock inverter | 3 | 0.721
Inverter | 2 | 0.270
Multi-Input combinational cell | 144 | 34.9
Sequential cell | 47 | 50.8
Tap cell | 102 | 4.60
Timing Repair Buffer | 18 | 6.22
-- registers in the layout (all words and copies together) (netlist names) --
| name | count |
|---|---|
| r_BCD | 8 |
| r_Input | 7 |
| i_Counter | 32 |
-- metal layers --
metal  vias up  global-route usage (%)  share of wire, %
li1        801                       -                 -
met5         -                       0                 0
met3         2                    1.94               4.7
met1       732                    17.6                52
met4         0                    1.30              0.91
met2        31                    14.4                42
-- cell families after synthesis --
family | share of synthesized area, %
AND/OR/NAND/NOR | 22.9
XOR/XNOR | 6.12
buffers and inverters | 2.21
adder cells (fa/ha/maj) | 0.514
AND-OR/OR-AND | 7.04
flip-flops | 58.0
multiplexers | 3.19
-- final timing paths --
kind / start / cells past startpoint / end
worst max-delay path: i_Binary[0] / 6 / r_BCD[5]
worst max register to register: i_Counter[0] / 6 / i_Counter[30]
worst min-delay path: r_BCD[3] / 1 / r_BCD[4]
worst min register to register: r_BCD[3] / 1 / r_BCD[4]
-- Yosys cell counts (2+ instances only) --
master / n / area share [%]
xor2_1: 13 / 4.7
nand2_1: 5 / 0.77
clkbuf_1: 6 / 0.93
nor4_1: 6 / 1.5
mux2_2: 4 / 1.9
nand4_1: 6 / 1.5
nand3b_1: 2 / 0.62
or4_1: 8 / 2.5
buf_1: 2 / 0.31
o31ai_1: 8 / 2.5
edfxtp_1: 47 / 58
nor2b_1: 14 / 3.6
a21oi_1: 14 / 2.9
nand2b_1: 3 / 0.77
or3_1: 8 / 2.1
nor2_1: 22 / 3.4
xnor2_1: 4 / 1.4
nand3_1: 3 / 0.62
nor3_1: 3 / 0.62
inv_1: 2 / 0.31
o21ai_0: 5 / 1.0
-- cells in the final DEF, fill, tap and decap left out, types with 2 or more instances in the layout --
| cell type | n |
|---|---|
| clkbuf_8 | 5 |
| xor2_1 | 13 |
| xnor2_1 | 4 |
| clkdlybuf4s50_1 | 15 |
| or3_1 | 8 |
| nor2b_1 | 14 |
| inv_1 | 2 |
| nor4_1 | 6 |
| nand2b_1 | 3 |
| or4_1 | 8 |
| edfxtp_1 | 47 |
| nand3b_1 | 2 |
| a21oi_1 | 14 |
| o21ai_0 | 5 |
| nand3_1 | 3 |
| nand4_1 | 6 |
| buf_4 | 3 |
| nor3_1 | 3 |
| mux2_2 | 4 |
| o31ai_1 | 8 |
| nor2_1 | 22 |
| nand2_1 | 5 |
Power and IR drop assume default switching activity.
