==> ./design.v <==
module Debounce_Switch (
	input i_Clk,
	input i_Switch,
	output o_Switch
);
	parameter c_DEBOUNCE_LIMIT = 250000;   
	reg [17:0] r_Count = 0;
	reg r_State = 1'b0;
	always @(posedge i_Clk)
		begin
			if (i_Switch !== r_State && r_Count < c_DEBOUNCE_LIMIT)
				r_Count <= r_Count + 1;
			else if (r_Count == c_DEBOUNCE_LIMIT)
				begin
					r_State <= i_Switch;
					r_Count <= 0;
				end
			else
				r_Count <= 0;
		end
	assign o_Switch = r_State;
endmodule
==> ./run.sh <==
#!/bin/bash
# OpenROAD 26Q1-2900-gdf79404cd8, Yosys 0.63+post, stock flow scripts
make -C /OpenROAD-flow-scripts/flow DESIGN_CONFIG=/design/flow/config.mk WORK_HOME=/design/flow/orfs finish
==> ./config.mk <==
export PLATFORM = sky130hd
export DESIGN_NAME = Debounce_Switch
export DESIGN_NICKNAME = Debounce_Switch
export VERILOG_FILES = /design/flow/design.v
export SDC_FILE = /design/flow/constraint.sdc
export NUM_CORES = 4
export LEC_CHECK = 1
export CORE_AREA = 10 10 76 76
export DIE_AREA = 0 0 86 86
==> ./constraint.sdc <==
current_design Debounce_Switch

set clk_period 3.0
set clk_io_pct 0.2

create_clock -name clk0 -period $clk_period [get_ports {i_Clk}]

set non_clock_inputs [all_inputs -no_clocks]
set_input_delay [expr $clk_period * $clk_io_pct] -clock clk0 $non_clock_inputs
set_output_delay [expr $clk_period * $clk_io_pct] -clock clk0 [all_outputs]
==> notes.md <==
Flow results are below.

- The initial detailed-routing violation count is 52, for reference.
- In the setup report, the worst path falls into the class reg -> out.
- The detailed router reported a total wirelength of 1.45 mm.
- The power per cell area is 448 nW/um^2, for reference.
- The final report gives the core utilization as 0.244.
- The cell family contributing the most delay on the critical path is buffers and inverters.
- Per STA, the highest per-stage delay on the worst path measures 0.47 ns.
- The adder-cell area share of the yosys netlist is 0.0282, for reference.
- For this design the static power due to leakage is 0.295 nW.
- Per the post-run analysis, buffers plus inverters along the critical path come to 1.
- The setup TNS is 0 ns, for reference.
- The number of antenna violations at the first check in global routing is 0, for reference.
- The highest net fanout along the worst path is 2, for reference.
- TritonCTS built the clock tree.
- Max-cap violations in this run came to 0.
- met1 track demand over resource after global routing is 0.0544.
- The worst supply voltage drop on vdd is 0.120 mV, for reference.
- Recorded from the global router log, the overflow total was 0.
- Entering global routing, the biggest net connects 19 pins.
- The sort of element at the end of the critical path is an output pin, for reference.
- The via count normalized by instance count is 4.11, for reference.
- Once the clock tree was built, the setup fixing pass inserted 0 buffers.
- The final setup violation count is 0, for reference.
- The worst path needs 1.69 ns of the cycle, external delays included.
- The post-CTS hold buffer count recorded in the log is 0.
- Setup repair after global routing left no endpoint under its margin.
- STA classifies the critical path startpoint as a flip-flop.
- In the global route stage, met2 resource usage came out at 0.0588.
- In this run, CTS created clock tree buffers numbering 3.
- The mapped netlist covers 887 sq um.
- Summed over all routing layers, the global router reports a total usage of 0.0407.
- Across all stage logs, warnings added up to 26.
- Of the synthesized area, sequential elements account for 0.440.
- Per the CTS log, the buffer count on the longest clock path is 2.
- The routing layer with the top usage in global route is met2, for reference.
- In this run, synthesis produced a sequential element count of 19.
- CTS built an H-tree with a depth of 1.
- Measured along the x axis, the die boundary spans 86 microns.
- The gate-level netlist out of Yosys references 22 unique cell types.
- After clock tree synthesis, the clock-pin slew on the worst setup and hold paths is 0.07 ns.
- The number of cell rows is 23, for reference.
- The biggest combinational cell group after synthesis is simple AND/OR/NAND/NOR gates, for reference.
- Overall power consumption after layout is estimated at 0.450 mW.
- The run finished with clean final reports.
- The tree is rooted in a sky130_fd_sc_hd__clkbuf_8.
- The floorplan step set the die height to 86 microns.
- For reference, the critical path cell chain is clkdlybuf4s50_1.
- The total number of vias is 645, for reference.
- The total DRC errors in the routed layout is 0, for reference.
- Data arrives at the worst endpoint at 1.09 ns.
- The number of nets still failing antenna checks after routing is 0, for reference.
- Of the post-synthesis cell area, the part taken by muxes is 0.
- For reference, the top cells by count after synthesis are sky130_fd_sc_hd__nor2_1 (24), sky130_fd_sc_hd__dfxtp_1 (18), sky130_fd_sc_hd__xnor2_1 (13), sky130_fd_sc_hd__inv_1 (7), sky130_fd_sc_hd__nand4_1 (6).
- The weighted congestion reported at the end of routability-driven placement is 0.796, for reference.
- The total count of max-transition violations in the final report is 0, for reference.
- The timing report shows that the slowest cell on the worst path is sky130_fd_sc_hd__clkdlybuf4s50_1.
- The pin closest to its max-slew limit shows a slew of 0.367 ns.
- The max-slew check reports its worst relative slack as 0.754.
- The initial core utilization is 0.216, for reference.
- For this sky-water flow run, the detailed-routed wirelength per cell is reported as 9.22 microns.
- The post-synthesis cell type with the largest combined area is sky130_fd_sc_hd__dfxtp_1, for reference.
- Per the timing report, the achievable frequency comes out to 591 MHz.
- The average size of a mapped cell is 8.70 sq um, for reference.
- The number of gates resized after CTS was 0.
- 0 antenna diodes ended up in the layout.
- Fill cells in the final layout number 441.
- Looking at the gate-level netlist, the highest instance count belongs to sky130_fd_sc_hd__nor2_1.
- The worst-case clock skew is 0.00255 ns, for reference.
- The share of flip-flops with an asynchronous set or reset is 0, for reference.
- The chip area is 7400 sq um, for reference.
- Counting flops with a built-in enable in the synthesized netlist gives 1.
- The XOR/XNOR share of the synthesized area is 0.148, for reference.
- Per the final layout report, the fraction of cells sized above drive strength 1 comes to 0.0841.
- The area share of and/or/nand/nor cells after synthesis is 0.289, for reference.
- The wire length of the first global-routing pass is 2.57 mm, for reference.
- Dividing the final minimum period by the clock period gives 0.564.
- The core region is 4120 sq um.
- The required time of the critical path is 2.40 ns, for reference.
- The total number of clock tree sinks is 19, for reference.
- The area of the synthesized netlist per yosys stat is 887 sq um, for reference.
- The first detailed-routing pass took 4 iterations.
- The count of boundary I/O pins is 3, for reference.
- The clock reaches the later pin of the worst-skew pair after 0.25 ns.
- Note that the worst hold path type here is reg -> reg.
- The synthesis report lists the most area-consuming cells as sky130_fd_sc_hd__dfxtp_1 (41%), sky130_fd_sc_hd__xnor2_1 (13%), sky130_fd_sc_hd__nor2_1 (10%), sky130_fd_sc_hd__nand4_1 (4.2%), sky130_fd_sc_hd__nor4_1 (3.5%).
- For met3 alone, demand over resource in global routing was 0.0181.
- The area share of the leading cell type in the synthesized netlist is 0.406, for reference.
- The compound-cell area share of the yosys netlist is 0.0465, for reference.
- The count of buffers inserted at the top-level ports is 2, for reference.
- The total of warnings raised by yosys is 1, for reference.
- After technology mapping, the gate count stands at 102.
- The final count of hold timing violations is 0, for reference.
- The synthesis report names the predominant flop master as sky130_fd_sc_hd__dfxtp_1.
- After synthesis, the design contains 102 cells according to Yosys.
- The area growth from synthesis to final layout is 13.4%, for reference.
- The number of global-route vias before repair is 600.
- Detailed placement ended at an HPWL of 1.04 mm.
==> stage by stage <==
step	setup WS, ns	hold slack [ns]	instance area, sq um	cells
CTS	1.29	0.487	1010	157
detailed placement	1.26	0.471	961	153
global route	1.20	0.531	1010	157
global placement	1.26	0.466	961	153
finish	1.31	0.482	1010	157
floorplan	1.50	0.437	887	102
==> power by group <==
group          total (mW)  switching, mW  internal (mW)
registers           0.261        0.00372          0.258
clock network       0.175         0.0803         0.0942
logic              0.0145        0.00798        0.00647
total               0.450         0.0920          0.358
==> cell type report <==
type	count	area [sq um]	share of cell area
Multi-Input combinational cell	74	454	0.451
Sequential cell	19	390	0.388
Tap cell	50	62.6	0.0622
Clock buffer	4	45.0	0.0448
Timing Repair Buffer	3	27.5	0.0274
Inverter	7	26.3	0.0261
==> path summary, 6_finish.rpt <==
| check | from | to | slack [ns] | cells past startpoint |
|---|---|---|---|---|
| setup / recovery | r_State | o_Switch | 1.31 | 1 |
| hold / removal | r_Count[0] | r_Count[0] | 0.48 | 1 |
| setup reg to reg | r_Count[0] | r_Count[16] | 1.37 | 5 |
| hold reg to reg | r_Count[0] | r_Count[0] | 0.48 | 1 |
==> routing by layer <==
metal	share of wire	vias to the layer above
met2	0.41	3
met3	0.050	2
met5	0	-
met1	0.53	284
li1	-	356
met4	0.0055	0
==> cell families after synthesis <==
family	after synthesis
and+or+nand+nor	52
DFF	19
xor gates and xnor gates	15
buffers and inverters	9
AOI/OAI and AO/OA	5
adders and majority gates	2
==> cell usage in the layout (no fill, tap or decap), types with 2 or more instances in the layout <==
master                             n
sky130_fd_sc_hd__nor2_1           24
sky130_fd_sc_hd__dfxtp_1          18
sky130_fd_sc_hd__xnor2_1          13
sky130_fd_sc_hd__inv_1             7
sky130_fd_sc_hd__nand4_1           6
sky130_fd_sc_hd__nand2_1           5
sky130_fd_sc_hd__nor4_1            5
sky130_fd_sc_hd__nand3_1           5
sky130_fd_sc_hd__nor3_1            4
sky130_fd_sc_hd__clkbuf_8          3
sky130_fd_sc_hd__xor2_1            2
sky130_fd_sc_hd__ha_1              2
sky130_fd_sc_hd__clkdlybuf4s50_1   2
==> state kept, by name, indices dropped and copies added, names as in the netlist <==
register  cells
r_State       1
r_Count      18
==> worst register-to-register path: stages (launching register included) <==
cell and delay (ns):
sky130_fd_sc_hd__dfxtp_1 0.39, sky130_fd_sc_hd__ha_1 0.20, sky130_fd_sc_hd__nand3_1 0.23, sky130_fd_sc_hd__nor4_2 0.44, sky130_fd_sc_hd__a31o_2 0.21, sky130_fd_sc_hd__a21oi_1 0.05
No activity file was given, so power comes from the tool's default toggle rates.
